[run.sh]
#!/bin/bash
# OpenROAD 26Q1-2900-gdf79404cd8, Yosys 0.63+post, stock flow scripts
make -C /OpenROAD-flow-scripts/flow DESIGN_CONFIG=/design/flow/config.mk WORK_HOME=/design/flow/orfs finish
[config.mk]
export PLATFORM = sky130hd
export DESIGN_NAME = control_change
export DESIGN_NICKNAME = control_change
export VERILOG_FILES = /design/flow/design.v
export SDC_FILE = /design/flow/constraint.sdc
export NUM_CORES = 4
export LEC_CHECK = 1
export CORE_AREA = 10 10 70 70
export DIE_AREA = 0 0 80 80
[constraint.sdc]
current_design control_change

set clk_period 2.2
set clk_io_pct 0.2

create_clock -name clk0 -period $clk_period

set non_clock_inputs [all_inputs -no_clocks]
set_input_delay [expr $clk_period * $clk_io_pct] -clock clk0 $non_clock_inputs
set_output_delay [expr $clk_period * $clk_io_pct] -clock clk0 [all_outputs]
[design.v]
`timescale 1ns / 1ps
module control_change(
    input [5:0] ins,
    input [5:0] funct,
    input zero,
    output Jump,
    output reg Branch,
    output Reg_Dst,
    output RegWrite,
    output MemRead,
    output MemtoReg,
    output MemWrite,
    output reg [2:0] ALUOp,
    output ALUSrc,
    output JALSrc
    );
    assign Reg_Dst  = (ins == 6'b000000)? 1 : 0;
    assign ALUSrc   = (ins == 6'b000000 || ins == 6'b000100 || ins == 6'b000101)? 0 : 1;
    assign MemtoReg = (ins == 6'b100011)? 1 : 0;
    assign RegWrite = (ins == 6'b000000 || ins == 6'b001000 || ins == 6'b001101 || ins == 6'b100011 || ins == 6'b000011)? 1 : 0;
    assign MemWrite = (ins == 6'b101011)? 1 : 0;
    assign MemRead  = (ins == 6'b100011)? 1 : 0;
    assign Jump     = (ins == 6'b000010 || ins == 6'b000011)? 1 : 0;
    assign JALSrc   = (ins == 6'b000011)? 1 : 0;
    always @(*)
    begin
        if(ins == 6'b000100 || ins == 6'b000101 || (ins == 6'b000000 && funct == 6'b100010)) ALUOp = 3'b001;
        else if(ins == 6'b001101) ALUOp = 3'b011;
        else ALUOp = 3'b000;
    end
    always @(*)
    begin
        if((ins[31:26] == 6'b000100 && zero) || (ins[31:26] == 6'b000101 && !zero)) Branch = 1;
        else Branch = 0;
    end
endmodule
==> ds_physical_params.txt <==
Physical design parameters

Parameter                              Value

Logic synthesis
  Number of cells produced by synthesis    27
  Yosys chip area    174 um2
  Mean cell area of the mapped netlist    6.44 um2
  Post-Synthesis Cell Area    174 um2
  Syn. warnings    3
  Register area share after synthesis    0%
  Number of library cell types mapped by synthesis    19
  Number of cells in the yosys synthesis report    27

Cells and area
  Layout cells sized above 1    36.8%
  Sequential cell area    0 um2
  Flop count    0
  Dominant logic cell types in the final layout    dlygate4sd2_1, clkdlybuf4s50_1, buf_4
  Count of filler cells inserted in the layout    391
  Combinational gate area    181 um2
  # clk buffers    0
  Synth-to-layout area growth    215%

Routing
  Routed wire length    1.02 mm
  Remaining antenna violation count    0
  Ratio of routed vias to standard cells    3.10
  Detailed Route Iter0 Violations    4
  Remaining design rule violation count    0
  Vias after detailed routing    319
  Routed WL per cell    9.94 um
  Length of the first detailed-routing pass in iterations    2
  Total antenna diodes in the routed design    0

Final timing
  Final tally of max-slew violations    0
  Ratio of final minimum period to clock period    97.8%
  Fmax    465 MHz
  Hold violation total from the final report    0
  Post-layout minimum cycle time    2.15 ns
  Final tally of setup violations    0
  Unrepaired setup endpoints after global routing    yes
  Final hold slack    1.41 ns
  Total negative slack    0 ns

Pwr
  Peak supply drop    17.8 uV
  Cell leakage power    0.249 nW
  Power density over cell area    110 mW/mm2
  Power consumption    0.0602 mW

Die
  Standard cell core area    0.00342 mm2
  Vertical die dimension    80 um
  Share of the core filled by cells before placement    5.09%
  Total die size    0.00640 mm2
  Top-level port count    25
  Die span in x    80 um
  FP Rows    21

Critical path
  Category of the most critical setup path    in2out
  Nature of the critical path startpoint    input port
  Crit-path max FO    3
  Worst endpoint data arrival time    1.71 ns
  Data required time of the critical path    1.76 ns
  Kind of end point of the critical path    output port

Clocking
  Number of hold buffers added after cts    0

Run
  Max-cap viol count    0
  Count of warning messages emitted by the tools    34

Run status
  Status    finished, final reports clean

Global routing
  Maximum number of pins on one net before global-route repair    8
  Initial antenna violation count    0
  Number of global-route vias before repair    328
  Overall global routing resource usage    3.00%
  First-pass GRT wire length    1.59 mm
  Overflow left after global routing    0

Placed design
  GP Congestion    0.758
  Port-buffer cells    22
  Post-DP HPWL    821 um

Min path
  Min-delay worst type    in2out
[report_power, final]
part	internal, mW	total [mW]	switching, mW
Clock	0	0	0
Sequential	0	0	0
Combinational	0.0373	0.0602	0.0229
Total	0.0373	0.0602	0.0229
[worst max-delay path, stage by stage]
cell	delay (ns)
dlygate4sd2_1	0.24
buf_4	0.14
nand4b_1	0.22
nor3b_2	0.18
clkdlybuf4s50_1	0.49
[metrics by stage]
| step | std cells | instance area (um2) | util [%] | worst slack [ns] |
|---|---|---|---|---|
| finish | 103 | 548 | 16.0 | 0.0492 |
| detailed placement | 99 | 474 | 13.9 | -0.289 |
| floorplan | 28 | 178 | - | 0.701 |
| global placement | 99 | 474 | 13.9 | -0.325 |
| global route | 103 | 548 | 16.0 | -0.0785 |
| CTS | 103 | 539 | 15.8 | 0.0182 |
[final timing paths]
path	slack [ns]	to	from	cells past startpoint
max	0.05	MemWrite	ins[4]	5
min	1.41	MemtoReg	ins[3]	4
[area by class of cell]
type                            count  area share (%)
Timing Repair Buffer               33            55.0
Tap cell                           46            10.5
Multi-Input combinational cell     22            33.1
Inverter                            2            1.37
[cells in the mapped netlist (all sizes together)]
| cell | n | area (um2) |
|---|---|---|
| buf | 4 | 33.8 |
| nor2 | 4 | 15.0 |
| inv | 2 | 7.51 |
| nand3 | 2 | 10.0 |
| nor4 | 2 | 12.5 |
| or3 | 2 | 17.5 |
| a211o | 1 | 8.76 |
| a21oi | 1 | 5.00 |
| a221oi | 1 | 8.76 |
| a31oi | 1 | 6.26 |
| and3 | 1 | 6.26 |
| and4 | 1 | 8.76 |
| conb | 1 | 3.75 |
| nand4b | 1 | 8.76 |
| nor3 | 1 | 5.00 |
| nor3b | 1 | 7.51 |
| nor4b | 1 | 8.76 |
[logic make-up after synthesis]
family / count (synthesis) / share of synthesized area (%)
buf+inv: 6 / 23.7
simple gates: 16 / 57.6
compound gates: 4 / 16.5
other cells: 1 / 2.16
[layer usage]
metal  track usage, %  share of wire (%)  up-vias
met4                0                  0        0
met1             4.02                 43      146
li1                 -                  -      158
met3            0.795                 12        0
met5                0                  0        -
met2             4.98                 45       15
[what timing repair did]
item                       4_1_cts  5_1_grt
gates resized                   20        6
pin swaps                        6        4
setup endpoints to repair       10        5
setup buffers                    4        0
Power figures rest on the tool's default switching activity, not on a simulated workload.
