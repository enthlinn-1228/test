==> flow/design.v <==
`timescale 1ns / 1ps
module control(
    input [5:0] ins,
    output Jump,
    output Branch,
    output Reg_Dst,
    output RegWrite,
    output MemRead,
    output MemtoReg,
    output MemWrite,
    output [2:0] ALUOp,
    output ALUSrc
    );
    assign Reg_Dst  = (ins == 6'b000000)? 1 : 0;
    assign ALUSrc   = (ins == 6'b000000 || ins == 6'b000100)? 0 : 1;
    assign MemtoReg = (ins == 6'b100011)? 1 : 0;
    assign RegWrite = (ins == 6'b000000 || ins == 6'b001000 || ins == 6'b100011)? 1 : 0;
    assign MemWrite = (ins == 6'b101011)? 1 : 0;
    assign MemRead  = (ins == 6'b100011)? 1 : 0;
    assign Branch   = (ins == 6'b000100)? 1 : 0;
    assign Jump     = (ins == 6'b000010)? 1 : 0;
    assign ALUOp    = (ins == 6'b000100)? 3'b001 : 3'b000;
endmodule
==> flow/run.sh <==
#!/bin/bash
# OpenROAD 26Q1-2900-gdf79404cd8, Yosys 0.63+post, stock flow scripts
make -C /OpenROAD-flow-scripts/flow DESIGN_CONFIG=/design/flow/config.mk WORK_HOME=/design/flow/orfs finish
==> flow/config.mk <==
export PLATFORM = sky130hd
export DESIGN_NAME = control
export DESIGN_NICKNAME = control
export VERILOG_FILES = /design/flow/design.v
export SDC_FILE = /design/flow/constraint.sdc
export NUM_CORES = 4
export LEC_CHECK = 1
export CORE_AREA = 10 10 70 70
export DIE_AREA = 0 0 80 80
==> flow/constraint.sdc <==
current_design control

set clk_period 1.6
set clk_io_pct 0.2

create_clock -name clk0 -period $clk_period

set non_clock_inputs [all_inputs -no_clocks]
set_input_delay [expr $clk_period * $clk_io_pct] -clock clk0 $non_clock_inputs
set_output_delay [expr $clk_period * $clk_io_pct] -clock clk0 [all_outputs]
==> run summary <==
The implementation run finished. The kind of cell with the highest combined delay along the critical path is simple AND/OR/NAND/NOR gates. Per the layout area report, the register area comes to 0 um2. For this run, the slowest stage of the critical path takes 0.39 ns.

The synthesized design spends more area on one cell type than any other, namely sky130_fd_sc_hd__buf_4. Setup repair after global routing could not meet its margin everywhere. Data arrival time of the critical path landed at 1.38 ns. In this run the maximum-capacitance check reported violations numbering 0. In this run the vertical extent of the chip is 80 um. For this run, the final setup violation count is recorded as 4. Number of sequential storage elements landed at 0.

By area the synthesized netlist is led by sky130_fd_sc_hd__buf_4 25%, sky130_fd_sc_hd__nor4b_1 15%, sky130_fd_sc_hd__nor4b_2 13%, sky130_fd_sc_hd__or3_1 11%, sky130_fd_sc_hd__or3_4 9.5%. Die area landed at 6400 um2. The first global-routing pass estimated 1300 um of wire. The critical path in this run is classified as in2out.

The worst setup path is captured at an output port. TritonRoute output was used to compute an average wire per cell of 10.8 um. Initial antenna violation count landed at 0. Logged for this run, the post-placement worst setup slack is -0.797 ns.

Post-route minimum period landed at 1.70 ns. The final critical path takes up 106% of the cycle. The synthesized netlist has a Yosys-reported chip area of 119 um2.

Maximum clock frequency landed at 0.589 GHz. Count of unique library cells instantiated by Yosys landed at 11. Maximum number of pins on one net before global-route repair landed at 5.

For reference, the critical path cell chain is buf_8 > or3_4 > buf_6 > or3_1 > buf_2. STA classifies the critical path startpoint as an input port. Per the detail_route report, vias per standard cell equal 2.47. Number of I/O port buffers landed at 15.

Count of warnings emitted by yosys landed at 0. Yosys stat counts 16 cells in the synthesized netlist. Cells fill 11.5% of the core in the end. Mean instance size in the synthesized netlist landed at 7.43 um2.

Number of clock buffer instances in the layout landed at 0. The stage logs contain a warning count of 34. Cell leakage power landed at 0.000158 uW. Total power consumption of the routed design landed at 60.2 uW. The switching portion of total power comes to 44.8%.

Total core area landed at 3420 um2. The worst-case IR drop observed on VDD is 0.0321 mV. The routed layout has 200 vias. Portion of total power attributed to the clock network landed at 0%.

The internal power of the cells totals 33.2 uW. The flow measured a signed area growth from synthesis to layout of 229%. Buffers plus inverters on the worst setup path landed at 3.

Number of global-route vias before repair landed at 218. Number of iterations in the first detailed-routing pass landed at 3. Half-perimeter wire length after detailed placement landed at 710 um. Checking hold timing, the worst path is listed with class in2out. Fraction of layout instances using a drive strength above 1 landed at 80.0%. Least setup slack across all paths after layout landed at -0.0974 ns. Per the OpenROAD power report, switching power amounts to 27.0 uW. The share of synthesized area in the top cell type comes to 25.3%.

Iteration-0 DRC count of the detailed router landed at 7. On the critical path, the stage with the largest delay is an instance of sky130_fd_sc_hd__or3_4. Synthesized instance count landed at 16.

Diode insertion count for antenna repair landed at 0. Once detail routing completed, the nets flagged for antenna violations numbered 0. For this run the top cell type by instance count after synthesis was sky130_fd_sc_hd__buf_4. Count of standard-cell rows landed at 21. The checks that failed: negative setup slack. Total power per unit cell area landed at 154 nW/um2.

The mapped netlist covers 119 um2. During I/O placement, the number of pins put on the boundary was 17. Summed over all layers, the routed wires come to 871 um. Core utilization at floorplan landed at 3.48%. Number of failing hold endpoints at the final stage landed at 0. Summing the sequential cell areas from Yosys gives 0% of the chip area. Die outline width landed at 80 um. Global-route usage over all layers landed at 2.56%. Combinational fraction of design power landed at 100.0%. The run finished, with violations left. Sequential cells burn 0% of the power.

After detailed routing, the number of remaining DRC violations is 0. Max fanout on the critical path was recorded as 3. After global routing the overflow that remains totals 0. By count the netlist is led by 4 x sky130_fd_sc_hd__buf_4, 2 x sky130_fd_sc_hd__nor4b_1, 2 x sky130_fd_sc_hd__or3_1. Global placer's final weighted congestion landed at 0.751. Number of pins with negative max-slew slack in the final report landed at 0. Data required time at the worst endpoint landed at 1.28 ns.
[placed cells by master, fill, tap and decap left out, drive strengths merged]
| cell type | netlist | final |
|---|---|---|
| buf | 4 | 18 |
| or3 | 3 | 3 |
| nor4b | 3 | 3 |
| conb | 1 | 2 |
| dlygate4sd2 | 0 | 2 |
| clkdlybuf4s15 | 0 | 2 |
| nor4 | 1 | 1 |
| nand3 | 1 | 1 |
| nor2 | 1 | 1 |
| or4 | 1 | 1 |
| o22ai | 1 | 1 |
[path summary, 6_finish.rpt]
check                 endpoint  depth (start not counted)   start
worst max-delay path    ALUSrc                          5  ins[3]
worst min-delay path      Jump                          3  ins[0]
[power groups by stage]
stage	registers, uW	clock network, uW	logic (uW)
CTS	0	0	57.3
global route	0	0	63.8
finish	0	0	60.2
[layout make-up]
cell class	count	area [um2]
timing repair buffer	22	174
multi-input combinational	13	160
fill	402	3020
tap	46	57.6
[repair_timing]
item                       in CTS  in global routing
gates resized                  60                  3
setup endpoints to repair       9                  7
hold buffers                    0                  0
pin swaps                       5                  1
setup buffers                   2                  0
[stage by stage]
stage               hold slack (ns)  TNS [ns]  cells  area (um2)
floorplan                     0.654         0     17         123
finish                        0.940    -0.189     81         392
CTS                           0.944    -0.193     81         380
global placement               1.66     -6.31     79         338
detailed placement             1.65     -6.30     79         338
global route                  0.958    -0.418     81         392
[worst min-delay path, cell delays in order]
cell,delay [ns]
sky130_fd_sc_hd__buf_2,0.14
sky130_fd_sc_hd__nor4b_4,0.06
sky130_fd_sc_hd__buf_2,0.10
[kinds of logic after synthesis]
group	count (synthesis)	synth area share, %
AND/OR/NAND/NOR	10	66.3
buffers and inverters	4	25.3
AND-OR/OR-AND	1	5.27
other	1	3.15
[per-layer routing]
layer	routed length [um]	GRT usage, %	part of all wire [%]	vias up
met2	389	3.77	45	8
met4	0	0	0	0
met5	0	0	0	-
met1	398	3.56	46	95
li1	-	-	-	97
met3	83	1.14	9.5	0
Power is estimated from default activity; no workload was simulated.
